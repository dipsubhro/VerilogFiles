File: run.sh
#!/bin/bash
# OpenROAD 26Q1-2900-gdf79404cd8, Yosys 0.63+post, stock flow scripts
make -C /OpenROAD-flow-scripts/flow DESIGN_CONFIG=/design/flow/config.mk WORK_HOME=/design/flow/orfs finish
File: config.mk
export PLATFORM = sky130hd
export DESIGN_NAME = ALU
export DESIGN_NICKNAME = ALU
export VERILOG_FILES = /design/flow/design.v
export SDC_FILE = /design/flow/constraint.sdc
export NUM_CORES = 4
export LEC_CHECK = 1
export CORE_UTILIZATION = 50
File: constraint.sdc
current_design ALU

set clk_period 11.7
set clk_io_pct 0.2

create_clock -name clk0 -period $clk_period

set non_clock_inputs [all_inputs -no_clocks]
set_input_delay [expr $clk_period * $clk_io_pct] -clock clk0 $non_clock_inputs
set_output_delay [expr $clk_period * $clk_io_pct] -clock clk0 [all_outputs]
File: design.v
module ALU(
    input [31:0] a,
    input [31:0] b,
    input [2:0] op,
    output reg [31:0] result
) ;
parameter ADD = 3'b000;
parameter SUB = 3'b001;
parameter AND = 3'b010;
parameter OR = 3'b011;
parameter XOR = 3'b100;
parameter SLT = 3'b101;
parameter SGT = 3'b110;
parameter SEQ = 3'b111;
always @(a, b, op) begin 
    case(op)
        ADD: result = a + b;
        SUB: result = a - b;
        AND: result = a & b;
        OR: result = a | b;
        XOR: result = a ^ b;
        SLT: result = (a < b) ? 32'b1 : 32'b0;
        SGT: result = (a > b) ? 32'b1 : 32'b0;
        SEQ: result = (a == b) ? 32'b1 : 32'b0;
        default: result = 32'b0; 
    endcase
end 
endmodule
==> flow_summary.yaml <==
# yosys + openroad results
die:
  io_pins: 99
  die.size.y_um: 106
  core_mm2: 0.0104
  fp_util: 0.522
  chipWidth_um: 106
  die_area_mm2: 0.0113
  placementRows: 37
place:
  dpl_worst_slack_ns: 3.32
  globalplace.congestion: 0.929
  port_buffers: 99
  hpwlAfterDp_um: 13300
final_timing:
  report.final.slew_viol_count: 0
  fmax_mhz: 118
  worst_slew_pin_slew_ns: 0.702
  min_period_over_period: 0.722
  setup_viol: 0
  hold_viol_final: 0
  setup_slack_ns: 3.25
  relSlewSlack: 0.532
  tns_ns: 0
  fin_crit_ns: 8.45
  rsz0062_at_grt: "no"
min_path:
  hold_depth: 4
  hp-class: "input pin to output pin"
layout:
  nClkBuffers: 0
  drive_gt1_frac: 0.0390
  seq_area_um2: 0
  seq_cells: 0
  fill_cells: 968
  logic_area_mm2: 0.00479
  area_growth_syn_to_layout_pct: 17.6
setup_path:
  crit_type: "input pin to output pin"
  required_ns: 9.36
  critPathLaunchType: "input pin"
  crit_chain: "clkdlybuf4s50_1, inv_1, ha_1, nor2_1, o221ai_2, a21oi_2, a31oi_4, a211oi_1, o221ai_1, a221oi_1, mux2_2, nor2_1, clkdlybuf4s50_1"
  slowest_delay_ns: 0.52
  cp-end-kind: "output pin"
  cp_slowest_cell: "clkdlybuf4s50_1"
  cp.arrival_ns: 6.11
  cp_max_fo: 5
synth:
  synth.cellmix.xorXnorShare: 0.0290
  mux_share: 0.0191
  synth.distinct_cells: 80
  yosys_warnings: 1
  simple_gate_area_frac: 0.210
  synth_stat.cells: 845
  ys_sh_adder: 0.228
  ys_sh_aoi: 0.395
  yosys_area_mm2: 0.00544
  syn_area_mm2: 0.00544
  ys_top_logic_family: "AND-OR/OR-AND gates"
  syn_avg_cell_area_um2: 6.43
  syn_inst: 845
  synth_seq_share: 0
routing:
  drt_wl_total_um: 17400
  diodes: 0
  dr.pass1.iters: 5
  avgRoutedWirePerCell_um: 16.8
  drtIter0Drc: 446
  drtAntennaViolNets: 0
  drc_errors: 0
  vias_per_cell: 5.98
  vias: 6180
status:
  status: "finished, final reports clean"
cts:
  postCtsSetupBuffers: 0
  postCtsHoldBufs: 0
  cts_resized: 0
global_route:
  grt_pass1_vias: 5362
  grt_overflow_total: 0
  grt_pass1_wl_um: 27700
  antenna_found_initial: 0
  grt_use_total: 0.308
  grt_max_degree: 75
power_and_ir_drop:
  p_per_area_mw_per_mm2: 49.3
  vdd_ir_drop_max_mv: 0.0254
  leakagePower_nw: 2.85
flow_run:
  max-cap-violations: 0
  log.warning_count: 97
## metrics by stage
stage | power [mW] | cell area [um2] | cells | hold WS (ns) | utilization
after floorplan | 0.207 | 5440 | 845 | 4.91 | -
after global placement | 0.307 | 6390 | 1034 | 5.68 | 0.614
after detailed placement | 0.309 | 6390 | 1034 | 5.70 | 0.614
after CTS | 0.312 | 6390 | 1034 | 5.70 | 0.614
after global routing | 0.347 | 6390 | 1034 | 5.77 | 0.614
final | 0.315 | 6390 | 1034 | 5.70 | 0.614
## power breakdown
| part | total, mW | internal (mW) | leakage, nW | switching, mW |
|---|---|---|---|---|
| Sequential | 0 | 0 | 0 | 0 |
| Clock | 0 | 0 | 0 | 0 |
| Combinational | 0.315 | 0.140 | 2.85 | 0.175 |
| Total | 0.315 | 0.140 | 2.85 | 0.175 |
## path summary, 6_finish.rpt
path          to  startpoint  slack [ns]
max   result[19]        a[1]        3.25
min   result[24]       op[0]        5.70
## synthesized netlist by cell type (all sizes together), types with 6 or more instances
cell,number,share of area
a21oi,104,0.097
inv,102,0.071
nor2,99,0.068
ha,96,0.22
o21ai,55,0.051
nand2,51,0.035
nor3,34,0.033
clkbuf,30,0.021
buf,23,0.026
o211ai,17,0.026
o22ai,16,0.021
a21o,15,0.021
o21bai,15,0.021
xnor2,14,0.023
a211oi,13,0.018
nand3,12,0.011
a31oi,11,0.015
mux2i,7,0.013
nand2b,7,0.0081
nor2b,7,0.0081
nor4,7,0.0081
o21a,7,0.0097
o221ai,7,0.014
nand4,6,0.0069
o32a,6,0.011
or2,6,0.0069
## cell families after synthesis
kind of cell,after synthesis
simple gates,248
buf+inv,156
xor+xnor,18
fa+ha+maj,98
mux,10
compound gates,315
## metal layers
metal  routed length, um  GRT usage
met3                1380     0.0319
met1                8440      0.486
met4                 144     0.0347
met2                7390      0.462
met5                   0          0
## critical path: cells and delay by family
family	cells	cell delay, ns
AOI/OAI and AO/OA	6	1.58
and+or+nand+nor	2	0.31
buffers and inverters	3	1.11
adders and majority gates	1	0.38
muxes	1	0.38
## area by class of cell
cell class / instances / area share
Tap cell: 136 / 0.0266
Timing Repair Buffer: 106 / 0.162
Inverter: 103 / 0.0613
Multi-Input combinational cell: 689 / 0.750
## layout by cell type (no fill, tap or decap), drive strengths merged, types with 8 or more instances in the layout
cell / netlist / layout
a21o: 15 / 15
nand2: 51 / 51
xnor2: 14 / 14
buf: 23 / 8
clkdlybuf4s50: 0 / 98
o22ai: 16 / 16
nand3: 12 / 12
o211ai: 17 / 17
inv: 102 / 102
o21ai: 55 / 55
a211oi: 13 / 13
o21bai: 15 / 15
a21oi: 104 / 104
nor2: 99 / 99
a31oi: 11 / 11
ha: 96 / 96
nor3: 34 / 34
No activity file was given, so power comes from the tool's default toggle rates.
