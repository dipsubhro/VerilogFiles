--- design/flow/design.v ---
module Alu(
    input [7:0] a,
    input [7:0] b,
    input [2:0] opcode,
    output reg [7:0] result,
    output reg zero
);
always @(*) begin 
    case (opcode)
        3'b000: result = a + b;
        3'b001: result = a - b;
        3'b010: result = a & b;
        3'b011: result = a | b;
        3'b100: result = a ^ b;
        3'b101: result = ~a;
        3'b110: result = a << 1;
        3'b111: result = a >> 1;
        default: result = 8'b00000000;
    endcase
    zero = (result == 8'b00000000);
end 
endmodule
module RegisterFile (
    input clk,
    input we,
    input [2:0] rs1, rs2, rd,
    input [7:0] wd,
    output [7:0] rd1, rd2
);
reg [7:0] registers [7:0];
assign rd1 = registers[rs1];
assign rd2 = registers[rs2];
always @(posedge clk)begin 
    if(we)
        registers[rd] <= wd;
end 
endmodule 
module InstructionDecoder (
    input [15:0] instruction,
    output reg [2:0] opcode,
    output reg [2:0] rs1, rs2, rd,
    output reg [7:0] imm,
    output reg reg_write
);
always @(*) begin 
    opcode = instruction[15:13];
    rs1 = instruction[12:10];
    rs2 = instruction[9:7];
    rd = instruction[6:4];
    imm = instruction[7:0];
    reg_write = instruction[15];
end
endmodule 
module ProgramCounter (
    input clk,
    input  reset,
    input [7:0] next_pc,
    output reg [7:0] pc
);
always @(posedge clk or posedge reset) begin 
    if(reset)
        pc <= 8'b00000000;
    else
        pc <= next_pc;
end 
endmodule 
module memory (
    input clk,
    input we,
    input [7:0] addr,
    input [7:0] wd,
    output [7:0] rd
);
reg [7:0] mem [255:0];
assign rd = mem[addr];
always @(posedge clk) begin 
    if (we)
        mem[addr] <= wd;
end
endmodule
module SimpleCPU (
    input clk,
    input reset
);
    wire [15:0] instruction;
    wire [2:0] opcode, rs1, rs2, rd;
    wire [7:0] imm, rd1, rd2, alu_result;
    wire reg_write, zero;
    reg [7:0] pc, next_pc;
    always @(posedge clk or posedge reset) begin
        if (reset)
            pc <= 8'b00000000;
        else
            pc <= next_pc;
    end
    reg [15:0] instr_mem [255:0];
    initial begin
    end
    assign instruction = instr_mem[pc];
    InstructionDecoder decoder (
        .instruction(instruction),
        .opcode(opcode),
        .rs1(rs1),
        .rs2(rs2),
        .rd(rd),
        .imm(imm),
        .reg_write(reg_write)
    );
    RegisterFile reg_file (
        .clk(clk),
        .we(reg_write),
        .rs1(rs1),
        .rs2(rs2),
        .rd(rd),
        .wd(alu_result),
        .rd1(rd1),
        .rd2(rd2)
    );
    Alu alu (
        .a(rd1),
        .b(rd2),
        .opcode(opcode),
        .result(alu_result),
        .zero(zero)
    );
    always @(*) begin
        next_pc = pc + 1;
    end
endmodule
--- design/flow/run.sh ---
#!/bin/bash
# OpenROAD 26Q1-2900-gdf79404cd8, Yosys 0.63+post, stock flow scripts
make -C /OpenROAD-flow-scripts/flow DESIGN_CONFIG=/design/flow/config.mk WORK_HOME=/design/flow/orfs finish
--- design/flow/config.mk ---
export PLATFORM = sky130hd
export DESIGN_NAME = memory
export DESIGN_NICKNAME = memory
export VERILOG_FILES = /design/flow/design.v
export SDC_FILE = /design/flow/constraint.sdc
export NUM_CORES = 4
export LEC_CHECK = 1
export CORE_UTILIZATION = 50
--- design/flow/constraint.sdc ---
current_design memory

set clk_period 21.8
set clk_io_pct 0.2

create_clock -name clk0 -period $clk_period [get_ports {clk}]

set non_clock_inputs [all_inputs -no_clocks]
set_input_delay [expr $clk_period * $clk_io_pct] -clock clk0 $non_clock_inputs
set_output_delay [expr $clk_period * $clk_io_pct] -clock clk0 [all_outputs]
==> notes.md <==
The full implementation flow was run.

The run finished with clean final reports. Per STA, the worst path is made up of buf_8 -> buf_4 -> buf_4 -> mux4_2 -> a22oi_1 -> a21oi_1 -> o41ai_1 -> nand4_1 -> clkdlybuf4s50_1. The share of synthesized registers carrying an async set or reset stands at 0%. The number of routed nets with antenna violations stands at 0. The count of final max-slew check failures stands at 0.

The residual DRC count stands at 0. The count of mapped cells out of synthesis stands at between 3000 and 4000. Per the layout report, the design carries around 11000 filler cells.

The total core area stands at 154800 µm². The first global-routing pass estimated 275.1 mm of wire. The maximum number of pins on one net before global-route repair stands at just under 100. The number of global-route vias before repair is about 42000.

The total of endpoints with negative setup slack in the final report stands at 0. The logic depth of the worst path, buffers included stands at 9. The critical path is of the input pin to output pin type. Max-cap violations in this run came to 0. For this run, the leading register cell type out of synthesis is sky130_fd_sc_hd__edfxtp_1. The commonest cells after synthesis are sky130_fd_sc_hd__edfxtp_1 (2048), sky130_fd_sc_hd__mux4_2 (512), sky130_fd_sc_hd__a22oi_1 (256).

The analysis attributes to net switching a power of between 1500 and 2000 µW. Per STA, the library cell used most along the worst path is sky130_fd_sc_hd__buf_4. Per the synthesis report, the dominant area consumer among library cells is sky130_fd_sc_hd__edfxtp_1. Post-synthesis, Yosys gives the total cell area as 78330 µm². The leakage power total stands at roughly 0.027 µW. The height of the die stands at between 300 and 400 µm. The register with the most flip-flops in the final layout is mem.

The final global-route overflow total stands at 0. The chip footprint stands at 158300 µm². The DRC violation total after the first TritonRoute iteration stands at 2233. In this run the clock root is driven by a sky130_fd_sc_hd__clkbuf_16.

The number of H-tree levels stands at 4. The number of flip-flops and latches in the synthesized netlist stands at slightly above 2000. The share of total power in sequential cells stands at between 50% and 60%. The detailed router placed 36880 vias in this run. Synthesis instantiated 21 different standard cells from the library. OpenROAD emitted warnings numbering 26. The required arrival time at the worst endpoint stands at around 17000 ps. The number of buffers on the longest clock path stands at 3. Setup repair after global routing left no endpoint under its margin. Per the layout area report, the register area comes to slightly above 60000 µm². The portion of the post-synthesis area used by sequential elements stands at between 70% and 80%.

The effective utilization at floorplan stands at between 50% and 60%. Following the worst setup path forward leads to its endpoint at rd[2]. The buffer and inverter count on the worst path stands at 4. In this design, the stage delay of the slowest critical-path cell is between 1000 and 1500 ps. The post-synthesis average cell area stands at between 20 and 25 µm². The worst setup path is captured at an output pin.

Looking at the power breakdown, combinational cells take roughly 4.4% of the total. In this run the horizontal extent of the chip is slightly below 400 µm. Looking at the gate-level netlist, the highest instance count belongs to sky130_fd_sc_hd__edfxtp_1. After the flow finishes, the layout carries non-filler instances totaling 5915.

The number of antenna violations at the first check in global routing stands at 3. The total power divided by cell area stands at just over 90 nW/µm². The CTS sink count stands at between 2000 and 2500. The number of synthesized flops with an enable pin stands at 2048. Total global-route track usage over all layers is 27.54%.

Timing would allow up to roughly 0.071 GHz. For reference, the final report shows the hold violation count at 0. The top-level port count stands at 26. On the reported timing paths, the clock transition at the registers reads approximately 60 ps. Summed over all failing endpoints, the final setup total negative slack is 0 ps. The post-CTS setup buffer count stands at 0. The final period utilization stands at between 60% and 70%.

In the post-synthesis netlist, the biggest area contributors are sky130_fd_sc_hd__edfxtp_1 (79%), sky130_fd_sc_hd__mux4_2 (15%), sky130_fd_sc_hd__a22oi_1 (2.5%). The number of buffers added on ports stands at 25. The net switching share of the total power stands at 20.22%. The worst vdd rail ir drop stands at about 0.089 mV. The launch point of the critical path was reported as addr[0]. Counting tap cells, the placed design contains a total of around 5500 instances. The arrival time of data at the worst endpoint is listed as about 9700 ps. On the critical path the largest part of the delay comes from buffers and inverters. At the pin with the least slew margin, the transition time is between 1000 and 1500 ps.

The part of the power in the clock network stands at a little over two fifths. The number of hold-repair buffers added at the cts stage stands at 0. STA classifies the critical path startpoint as an input pin. The final weighted congestion of routability-driven global placement stands at between 0.8 and 0.9. In the Yosys report the total cell count is between 3000 and 4000. TritonCTS built the clock tree. For this run the detailed placement stage logged an HPWL of 111.9 mm. The area used by multi-input combinational logic stands at ~16000 µm².

Before any placement, the netlist area is recorded as ~78000 µm². The largest registers in the layout are mem (2048). In the final layout, the share of cells above drive strength 1 is about a quarter. The register with the most flip-flops in the layout has just over 2000 of them. The final timing report derives a shortest allowable period of roughly 14000 ps. The overall routed net length stands at between 150 and 200 mm.

The worst slack after detailed placement stands at 7700 ps. In this run the biggest area consumer among cell types represents approximately 79% of the synthesized area. TritonRoute output was used to compute an average wire per cell of around 32 µm.

After floorplanning, the core was divided into 144 placement rows. The largest fanout on the critical path stands at 53. CTS added clock buffers totalling 197. The area growth from synthesis to layout is 12.43%. Power comes to ~8000 µW. The number of detailed-routing iterations run before antenna repair stands at 7. The via density per instance stands at about 6.2. In the post-route analysis, the smallest setup slack over all paths is 7791 ps. The internal power component stands at ~6500 µW. The number of warning messages in the yosys log stands at 1. After clock tree synthesis, the repair step resized 0 gates. The most critical min-delay path falls under input pin to flip-flop. Checking max transition, the worst relative margin is roughly 16%. The critical path's slowest stage uses the library cell sky130_fd_sc_hd__o41ai_1.
[how the worst min path moves through the flow]
| stage | from | end | slack [ps] | cells past startpoint |
|---|---|---|---|---|
| 4_1_cts | wd[4] | mem[118][4]$_DFFE_PP_ | 4010 | 1 |
| 5_1_grt | wd[4] | mem[118][4]$_DFFE_PP_ | 4050 | 1 |
| 6_report | wd[4] | mem[118][4]$_DFFE_PP_ | 4050 | 1 |
[placed cells by master (no fill, tap or decap), types with 3 or more instances in the layout]
cell type                         instances
sky130_fd_sc_hd__edfxtp_1              2048
sky130_fd_sc_hd__mux4_2                 512
sky130_fd_sc_hd__a22oi_1                256
sky130_fd_sc_hd__nor2_1                 231
sky130_fd_sc_hd__clkbuf_16              205
sky130_fd_sc_hd__buf_4                  165
sky130_fd_sc_hd__a21oi_1                128
sky130_fd_sc_hd__clkinv_1                46
sky130_fd_sc_hd__clkinv_2                39
sky130_fd_sc_hd__clkbuf_1                38
sky130_fd_sc_hd__nor3_1                  30
sky130_fd_sc_hd__nand2_1                 28
sky130_fd_sc_hd__bufinv_16               27
sky130_fd_sc_hd__o41ai_1                 26
sky130_fd_sc_hd__clkdlybuf4s50_1         15
sky130_fd_sc_hd__nand3_1                 13
sky130_fd_sc_hd__nand4_1                  8
sky130_fd_sc_hd__clkbuf_8                 8
sky130_fd_sc_hd__nand2b_1                 6
sky130_fd_sc_hd__o41ai_2                  6
sky130_fd_sc_hd__clkinvlp_4               6
sky130_fd_sc_hd__nor2b_1                  5
sky130_fd_sc_hd__inv_6                    5
sky130_fd_sc_hd__buf_12                   3
[cell families (layout without fill, tap and decap cells)]
kind of cell,after synthesis,after routing,share of synthesized area (%)
other,0,1,0
muxes,512,512,14.72
DFF,2048,2048,78.51
AOI/OAI and AO/OA,416,416,3.629
buffers and inverters,233,564,1.404
and+or+nand+nor,330,330,1.736
[metrics by stage]
step / hold slack [ps] / cell area, µm² / utilization [%]
finish: 4049 / 88070 / 56.90
global placement: 4856 / 81450 / 52.62
detailed placement: 4874 / 81450 / 52.63
CTS: 4007 / 88070 / 56.90
global route: 4045 / 88070 / 56.90
floorplan: 4459 / 78330 / -
[power by group through the flow]
stage	clock network [µW]	registers (µW)	logic, µW
4_1_cts	3500	4340	364
5_1_grt	3650	4340	391
6_report	3440	4340	360
[final cells by class]
type / count / area share (%)
multi-input cells: 1258 / 17.95
flip-flops and latches: 2048 / 69.83
repair buffers: 193 / 1.804
well taps: 2044 / 2.904
inverters: 1 / 0.004262
diodes: 1 / 0.002841
clock inverters: 127 / 1.522
clock buffers: 243 / 5.987
[per-layer routing]
layer  track usage (%)  vias to the layer above  share of wire [%]
met4             5.920                        9                2.9
met3             22.91                      289                 18
met1             35.05                    18680                 32
met2             38.62                     2494                 47
met5            0.9988                        -               0.13
li1                  -                    15410                  -
Power figures rest on the tool's default switching activity, not on a simulated workload.
