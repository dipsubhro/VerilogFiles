### /design/flow/config.mk
export PLATFORM = sky130hd
export DESIGN_NAME = memory_unit
export DESIGN_NICKNAME = memory_unit
export VERILOG_FILES = /design/flow/design.v
export SDC_FILE = /design/flow/constraint.sdc
export NUM_CORES = 4
export LEC_CHECK = 1
export CORE_UTILIZATION = 30
### /design/flow/constraint.sdc
current_design memory_unit

set clk_period 1.7
set clk_io_pct 0.2

create_clock -name clk0 -period $clk_period [get_ports {clk}]

set non_clock_inputs [all_inputs -no_clocks]
set_input_delay [expr $clk_period * $clk_io_pct] -clock clk0 $non_clock_inputs
set_output_delay [expr $clk_period * $clk_io_pct] -clock clk0 [all_outputs]
### /design/flow/design.v
module memory_unit #(
    parameter DATA = 8,
    parameter ADDR = 4
)(
    input clk,
    input reset,
    input we,
    input [ADDR-1:0] addr,
    input [DATA-1:0] in, 
    output reg [DATA-1:0] out
);
reg [DATA-1:0] mem [0:2**ADDR-1];
always @(posedge clk or posedge reset)
begin 
        if(reset)begin 
            out <= {DATA{1'b0}};
        end
        else begin 
            if(we) begin 
                mem[addr] <= in;
            end
            out <= mem[addr]; 
        end 
end
endmodule
### /design/flow/run.sh
#!/bin/bash
# OpenROAD 26Q1-2900-gdf79404cd8, Yosys 0.63+post, stock flow scripts
make -C /OpenROAD-flow-scripts/flow DESIGN_CONFIG=/design/flow/config.mk WORK_HOME=/design/flow/orfs finish
==> run notes <==
flow finished, numbers: slowest stage delay, CP 470 ps, tool warnings 25, port bufs 22, Latency at later pin 410 ps, first-pass GRT wire length 20070 µm, placed insts 656, outcome finished clean, grt total ovfl 0, DPL Wire Length 9028 µm, Fill cells 1525, Num CTS Buffers 17, post-route clock period utilization 0.9473, PnR worst setup slack 89.53 ps, Buf/Inv on CP 1, Crit. path cell count 1, Via Count 3324, Yosys Instances 347, Distinct cells, synth 44, worst min-delay path class input pin to async pin, Yosys top cell by area edfxtp_1, drt first pass iters 4, Max-Cap Viols 0, busiest grt layer met2, Clk pin slew, worst setup/hold paths 60 ps, depth of the CTS H-tree 4, register area share after synthesis 0.7571, pin count of the biggest net entering global routing 20, pwr dens 1109 mW/mm², GR Util met3 0.08286, Worst path top cell family by delay buffers and inverters, Synth async-reset ratio 0.05882, Cell area leaders edfxtp_1, dfrtp_1, a22oi_1, Syn-to-layout area delta 33.45%, pin slew with the least headroom to its limit 394.9 ps, initial antenna violation count 0, total power 7.907 mW, Mean Syn Cell Area 15.39 µm², Die Y 135.4 µm, Pins Over Slew Limit 0, Crit Reg-Reg Endpoint out[0], Mapped Area 0.005341 mm², startpoint type of the worst setup path flop, worst vdd ir 0.7125 mV, CTS Root Cell clkbuf_16, layout cell share with drive strength beyond 1 0.2955, Core ar. 0.01736 mm², Clock Sinks 136, logic area 0.001274 mm², reg2reg start mem[14][0], Residual DRC 0, Final Skew 6.089 ps, Global Route met1 Usage 0.2236, GRT Resource Usage Total 0.1599, Ys Warns 2, Top FF cell, synth edfxtp_1, Post-synth EDFFs 128, setup violators final 0, CP cell instances clkdlybuf4s50_1, crit path DAT 1270 ps, pre-CTS setup slack -717.3 ps, worst endpoint required time 1360 ps, global placement routability congestion 0.8687, WL final 12900 µm, fmax 620.9 MHz, Die ar. 0.01834 mm², RSZ-0062 raised after global routing false, chip area line of the yosys report 0.005341 mm², crit end category primary output, CP startpoint out[2], Worst R2R Path Depth 5, starting DRC count in detailed routing 266, DIE WIDTH 135.4 µm, Synth top area share 0.7196, Worst R2R Setup Slack 290 ps, Hold Buf Count CTS 0, clk buf depth 2, Final Non-Filler Cells 692, Hold Vio Cnt, Final 0, Routed Antenna Nets 0, Design Area, Final 0.007128 mm², synthesized instance count 347, met2 Resource Use GR 0.2419, minimum clock period 1610 ps, CP max FO 1, vias in the first global route 3535, leak pwr 2.510 nW, Crit-path slowest cell clkdlybuf4s50_1, FF/Latch Area 0.004044 mm², io pins 23, routed vias/inst 4.803, fp_density 0.3077, worst setup path category flop to primary output, worst rel slew slack 0.7364, # diodes 0, row count 48, FF+latch count, synth 136, WL/cell 18.64 µm, CTS tree built, post-placement cell area 0.006415 mm²
## worst max path at each step
| stage | endpoint | slack, ps |
|---|---|---|
| final | out[2] | 90 |
| after CTS | out[2] | 40 |
| after global routing | out[4] | 6 |
## final cells by class
class | count | area share
flip-flops and latches | 136 | 0.5673
multi-input cells | 188 | 0.1787
repair buffers | 105 | 0.1280
clock buffers | 22 | 0.06653
well taps | 225 | 0.03949
clock inverters | 10 | 0.01685
inverters | 6 | 0.003160
## sequential cells by signal, summed over array words and instances, names as in the netlist
| register | flops |
|---|---|
| mem | 128 |
| out | 8 |
## stage by stage
| stage | TNS, ps | hold WS [ps] | utilization |
|---|---|---|---|
| after global routing | 0 | 405.2 | 0.4107 |
| after floorplan | 0 | 155.7 | - |
| after detailed placement | -64900 | 472.8 | 0.3696 |
| after global placement | -65870 | 463.9 | 0.3696 |
| after CTS | 0 | 347.6 | 0.4107 |
| final | 0 | 338.7 | 0.4107 |
## report_power, final
group	internal [mW]	switching (mW)	total, mW
clock network	2.28	1.31	3.58
logic	0.283	0.296	0.579
registers	3.73	0.0196	3.75
total	6.29	1.62	7.91
## metal layers
| metal | part of all wire | vias up |
|---|---|---|
| li1 | - | 1578 |
| met1 | 0.42 | 1606 |
| met2 | 0.47 | 132 |
| met3 | 0.10 | 8 |
| met4 | 0.0063 | 0 |
| met5 | 0 | - |
## placed cells by master (no fill, tap or decap), types with 6 or more instances in the layout
master           count
edfxtp_1           128
buf_4               77
nor2_1              30
nand2_1             23
a22oi_1             18
clkdlybuf4s50_1     18
clkbuf_16           17
mux2i_1             15
a31oi_1              8
o21ai_0              8
dfrtp_1              8
nor2b_1              7
a22o_1               6
## worst register-to-register path: cells and delay by family (launching register included)
family | cells | cell delay, ps
flops | 1 | 360
simple gates | 2 | 380
buf+inv | 1 | 170
compound gates | 2 | 390
## kinds of logic after synthesis
| logic type | Yosys count | synth area share |
|---|---|---|
| multiplexers | 17 | 0.03233 |
| AND/OR/NAND/NOR | 92 | 0.07871 |
| AND-OR/OR-AND | 79 | 0.1110 |
| flip-flops | 136 | 0.7571 |
| buffers and inverters | 23 | 0.02085 |
## timing repair
action	CTS	global route
setup buffers	3	0
setup endpoints to repair	95	0
gates resized	23	0
## Yosys cell counts, types with 2 or more instances
cell type and n:
a211oi_1 4, o21ai_0 8, nor4_1 3, o221ai_1 6, buf_2 8, nand2_1 23, o2bb2ai_1 3, nor2b_1 9
dfrtp_1 8, clkbuf_1 5, o22ai_1 3, inv_2 2, o21a_1 3, a22oi_1 20, a21boi_0 3, mux2i_1 15
nor3_1 4, edfxtp_1 128, nand2b_1 4, nor2_1 36, a22o_1 6, a32oi_1 2, mux2_2 2, o22a_1 5
a31oi_1 8, a21oi_1 2, buf_4 2, inv_1 4, nand3_1 6
Power and IR drop assume default switching activity.
